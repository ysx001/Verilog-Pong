<file path="./design.v">
`timescale 1ns / 1ps
module joystick_paddle_movement(
    input clk50M,
    input reset, endofframe,  
    output cs,               
    output mosi,             
    input miso,              
    output sck,              
    output reg [9:0] y,
	 output reg isMoving
    );
    wire ld1, ld2;  
    assign ld1 = 1;
    assign ld2 = 1;
    wire [9:0] joystick_y;  
    real_joystick spi_joystick(.clk50M(clk50M), .LD1(ld1), .LD2(ld2), .y(joystick_y),
        .sck(sck), .mosi(mosi), .miso(miso), .cs(cs));
     parameter down_fast_boundary = 10'h300;
     parameter down_slow_boundary = 10'h220;
     parameter up_slow_boundary = 10'h180;
     parameter up_fast_boundary = 10'h0f0;
     initial y = 10'd40;
     reg [9:0] next_y;
     wire next_isMoving;
     always @ (*) begin
        if (y < 10 && joystick_y > down_slow_boundary)
            next_y = y;
        else if (y + 50 > 470 && joystick_y < up_slow_boundary)
            next_y = y;
        else if (joystick_y > down_fast_boundary)
            next_y = y - 5;
        else if (joystick_y > down_slow_boundary)
            next_y = y - 2;
        else if (joystick_y > up_slow_boundary)
            next_y = y;
        else if (joystick_y > up_fast_boundary)
            next_y = y + 2;
        else
            next_y = y + 5;
    end
    assign next_isMoving = 
        (joystick_y > down_slow_boundary || joystick_y < up_slow_boundary) ? 1 : 0;
    always @ (posedge endofframe or posedge reset)
        if (reset) begin
            y <= 0;
            isMoving = 0;
        end
        else begin
            y <= next_y;
            isMoving = next_isMoving;
        end
endmodule
module theoretical_joystick(
    input clk50M,
    input LD1,
    input LD2,
    output [9:0] x,
    output [9:0] y,
    output [1:0] btn,
    output sck,
    input miso,
    output mosi,
    output cs
    );
    wire trigger;
    wire [39:0] out_bytes;
    assign out_bytes = {6'b100000, LD2, LD1, {32{1'b0}}};
    wire [39:0] in_bytes;
    spi spi_conn(clk50M, trigger, out_bytes, in_bytes, cs, mosi, miso, sck);
    reg enable = 1;
    wire spi_clk;
    wire spi_sck_dummy;
    spi_clk ctr_clk(clk50M, enable, spi_clk, spi_sck_dummy);
    reg [5:0] bit_ctr = 0;
    reg [5:0] next_bit_ctr;
    always @ (*) begin
        next_bit_ctr = bit_ctr[5]==1 ? 6'b0 : bit_ctr + 1;
    end
    always @ (posedge spi_clk)
        bit_ctr <= next_bit_ctr;
    assign trigger = bit_ctr[5];
    assign x = {in_bytes[25:24], in_bytes[39:32]};
    assign y = {in_bytes[5:4], in_bytes[23:16]};
    assign btn = in_bytes[2:1];
endmodule
`timescale 1ns / 1ps
module spi(
    input clk,               
    input trigger,           
    input [39:0] out_bytes,  
    output reg [39:0] in_bytes,  
    output reg cs,           
    output mosi,             
    input miso,              
    output sck               
    );
    initial in_bytes = 40'b0;
    reg out_enable = 0;
    wire sclk;
	wire spi_clk;
    spi_clk clk_spi( .clk50M( clk ), .enable( out_enable ), .clk( spi_clk ), .sck( sclk ));
    assign sck = sclk;
    wire [39:0] input_sr;
    spi_input spi_in( .sclk( sclk ), .reset( trigger ), .in_bytes( input_sr ), .miso( miso ) );
    spi_output spi_out( .sclk(sclk), .reset( trigger ), .out_bytes( out_bytes ), .mosi( mosi ) );
    reg [5:0] fsm_ctr = 6'd50;
    reg [5:0] next_fsm_ctr;
    reg next_out_enable;
    reg [39:0] next_in_bytes;
    parameter IN_BYTES = 41;
    always @ (*) begin
        if (fsm_ctr > IN_BYTES)
            if (trigger == 1)
                next_fsm_ctr = 0;
            else
                next_fsm_ctr = fsm_ctr;
        else
            next_fsm_ctr = fsm_ctr + 1;
        next_out_enable = fsm_ctr < IN_BYTES ? 1 : 0;
        next_in_bytes = (next_fsm_ctr == IN_BYTES) ? input_sr : in_bytes;
    end
    always @ (negedge spi_clk) begin
        fsm_ctr <= next_fsm_ctr;
        out_enable <= next_out_enable;
        in_bytes <= next_in_bytes;
        cs <= ~next_out_enable;
    end
endmodule
module spi_output #(parameter size=40)(
    input sclk,
    input reset,
    input [size - 1:0] out_bytes,
    output mosi);
    reg [8:0] n = 9'd0;
    reg [8:0] next_n;
    always @ (*)
        next_n =  n > 0 ? n - 1 : 0;
    always @ (negedge sclk or posedge reset) begin
        if (reset == 1)
            n <= size - 1;
        else
            n <= next_n;
    end
    assign mosi = out_bytes[n];
endmodule
module spi_input #(parameter size=40)(
    input sclk,
    input reset, 
    output reg [size - 1:0] in_bytes,
    input miso);
    reg [size-1:0] next_in_bytes;
    initial in_bytes = {size{1'b0}};
    always @ (*)
        next_in_bytes = (in_bytes << 1) | miso;
    always @ (posedge sclk or posedge reset) begin
        if (reset == 1)
            in_bytes <= {size{1'b0}};
        else
            in_bytes <= next_in_bytes;
    end
endmodule
module spi_clk(
    input clk50M,
    input enable,
    output clk,
    output reg sck
    );
    parameter N = 8;
    reg [N-1:0] next_ctr = 0;
    reg [N-1:0] ctr = 0;
    reg prev_enable = 0;
    reg next_sck = 0;
    initial ctr = 0;
    initial sck = 0;
    always @ (*) begin
        next_ctr <= ctr + 1;
        next_sck <= (prev_enable && enable) ? next_ctr[N-1] : 0;
    end
    always @ (posedge clk50M) begin
        ctr <= next_ctr;
        sck <= next_sck;
    end
    always @ (posedge clk) begin
        prev_enable <= enable;
    end
    assign clk = ctr[N-1];
endmodule
</file>
<file path="./run.sh">
#!/bin/bash
# OpenROAD 26Q1-2900-gdf79404cd8, Yosys 0.63+post, stock flow scripts
make -C /OpenROAD-flow-scripts/flow DESIGN_CONFIG=/design/flow/config.mk WORK_HOME=/design/flow/orfs finish
</file>
<file path="./config.mk">
export PLATFORM = sky130hd
export DESIGN_NAME = theoretical_joystick
export DESIGN_NICKNAME = theoretical_joystick
export VERILOG_FILES = /design/flow/design.v
export SDC_FILE = /design/flow/constraint.sdc
export NUM_CORES = 4
export LEC_CHECK = 1
export CORE_UTILIZATION = 40
</file>
<file path="./constraint.sdc">
current_design theoretical_joystick

set clk_period 2.2
set clk_io_pct 0.2

create_clock -name clk0 -period $clk_period [get_ports {clk50M}]

set non_clock_inputs [all_inputs -no_clocks]
set_input_delay [expr $clk_period * $clk_io_pct] -clock clk0 $non_clock_inputs
set_output_delay [expr $clk_period * $clk_io_pct] -clock clk0 [all_outputs]
</file>
==> impl_metrics.toml <==
# generated from flow reports
[global_route]
grt_usage_pct = 11.3
grt_max_degree = 52
grt_use_met1_pct = 18.7
overflow = 0
grt_pass1_wl_um = 7470
grt-busiest-layer = "met1"
grtUsageMet2_pct = 17.8
use_met3_pct = 1.59
grt_pass1_vias = 1648
antenna_found_initial = 0

[final_layout]
final_area_um2 = 3760
num-fill-cells = 692
drive_gt1_share_pct = 5.58
instances_no_fill = 353
areaGrowthSynthToFinish_pct = 14.2

[final_timing]
slew_violations = 0
whs_ps = 415
hold_viol_final = 0
rsz0062_at_grt = "false"
timing.fmax_mhz = 545
finalCritPeriodShare_pct = 83.4
fin_setup_tns_ps = 0
fin_skew_ps = 3.42
unclocked_regs = 86
final-setup-viol-count = 0
max-slew-margin-rel_pct = 47.8
finalCriticalPeriod_ps = 1840
worstMarginPinSlew_ps = 782
untimed_endpoints = 131

[cts]
cts_hold_buffers = 0
cts_buffers = 3
clk_pin_slew_ps = 60
htree_levels = 1
root_buffer = "clkbuf_8"
clockBufferDepth = 2
cts_setup_buffers = 0
clkLatencyLatePin_ps = 250
cts_tree = "built"
cts_resized = 0

[yosys]
ys_cells = 218
yosysTopAreaCell = "dfrtp_1"
area_leaders = "dfrtp_1 30%, edfxtp_1 20%, dfxtp_1 19%"
ys_seq_share_pct = 77.0
postSynthAreaPerCell_um2 = 15.1
ys_area_um2 = 3290
synth.top_cell.area_share_pct = 30.4
synth-edff-count = 22
top_cell = "dfrtp_1"
async_flop_share_pct = 47.6
synth_area_um2 = 3290
synth_cell_types = 37
ys_ff = 103
synthTopCellsByCount = "40 x dfrtp_1, 32 x dfxtp_1, 22 x edfxtp_1, 13 x nor2_1, 12 x inv_1"
yosysWarnings = 5
flop_cell = "dfrtp_1"
syn_inst = 218

[setup_path]
crit_type = "in2out"
critPathSlowestCell = "clkdlybuf4s50_1"
path_cells = "clkdlybuf4s50_1 -> mux2i_1 -> nor3_1 -> a21oi_1 -> nor2_1 -> dlymetal6s2s_1"
cp_slowest_stage_delay_ps = 450
rrSetupSlack_ps = 890
cp.arrival_ps = 1400
crit_buf_inv = 2
crit_fanout = 1
worst_ep_required_time_ps = 1760
critical_path.endpoint_type = "output pin"
cp_top_family = "buffers and inverters"
cp-start-kind = "input pin"

[placement]
dp_hpwl_um = 2800
place.gp.congestion = 0.861
io_buffers = 28
placed_area_um2 = 3710
dp.cells = 349

[routing]
drt_iter0_drc = 77
route.vias.total = 1623
wl_per_cell_um = 11.6
ant_nets = 0
dr.pass1.iters = 3
vias_per_cell = 4.60
diodes = 0
drcViolationCount = 0
drt-total-wl_um = 4100

[run]
maxCapViolCount = 0
warnings = 28

[floorplan]
fp_util_pct = 41.9
io_pins = 29
core_um2 = 7850
die_x_um = 92.7
die.size.y_um = 92.7
rows = 32
dieArea_um2 = 8590

[pwr]
pwr_density_cell_nw_per_um2 = 144
total_leakage_power_uw = 0.00153
peakVddDrop_mv = 0.394

[status]
status = "finished, final reports clean"

[worst_hold_path]
min_path_type = "reg2reg"
[registers in the layout (all words and copies together) (netlist names)]
name and count:
spi_conn.spi_out.n 9, spi_conn.fsm_ctr 6, spi_conn.in_bytes 22, spi_conn.spi_in.in_bytes 40, spi_conn.clk_spi.prev_enable 1, bit_ctr 6
spi_conn.clk_spi.sck 1, spi_conn.clk_spi.ctr 8, ctr_clk.ctr 8, spi_conn.cs 1, spi_conn.out_enable 1
[layer usage]
| layer | routed length, um | part of all wire, % |
|---|---|---|
| met1 | 2080 | 51 |
| met5 | 0 | 0 |
| met3 | 146 | 3.6 |
| met4 | 44 | 1.1 |
| met2 | 1830 | 45 |
[cell usage in the layout, fill, tap and decap left out, types with 4 or more instances in the layout]
master,Yosys,routed
nor3_1,4,4
dfrtp_1,40,40
xnor2_1,11,11
nand3_1,10,10
nand2_1,5,5
dfrtn_1,5,5
nor2_1,13,13
dfxtp_1,32,32
xor2_1,7,7
dfstp_2,4,4
clkdlybuf4s50_1,0,27
inv_1,12,11
o21ai_0,5,5
ha_1,8,8
edfxtp_1,22,22
a21oi_1,6,6
and3_1,5,5
[power by group]
part	switching [uW]	internal (uW)	total [uW]
Clock	99.2	125	225
Combinational	1.79	6.74	8.54
Sequential	0	308	308
Total	101	440	541
[path summary, 6_finish.rpt]
kind	to	startpoint	cells after the start
worst min-delay path	spi_conn.clk_spi.ctr[0]	spi_conn.clk_spi.ctr[0]	1
worst max-delay path	mosi	LD2	6
worst max register to register	spi_conn.clk_spi.sck	spi_conn.clk_spi.ctr[0]	5
worst min register to register	spi_conn.clk_spi.ctr[0]	spi_conn.clk_spi.ctr[0]	1
[final cells by class]
cell class | count | area (um2) | share of cell area (%)
flip-flops and latches | 103 | 2530 | 67.4
well taps | 102 | 128 | 3.40
clock buffers | 3 | 41.3 | 1.10
multi-input cells | 101 | 699 | 18.6
inverters | 12 | 45.0 | 1.20
repair buffers | 31 | 305 | 8.13
clock inverters | 1 | 5.00 | 0.133
[metrics by stage]
| stage | worst slack, ps | total power (uW) | util [%] |
|---|---|---|---|
| detailed placement | 10.6 | 324 | 47.2 |
| finish | 365 | 541 | 47.9 |
| global placement | 66.5 | 323 | 47.2 |
| CTS | 4.54 | 551 | 47.8 |
| floorplan | 937 | 316 | - |
| global route | 283 | 568 | 47.9 |
[cells by family after synthesis]
kind of cell             share of synthesized area (%)
adder cells (fa/ha/maj)                           3.04
XOR/XNOR                                          4.79
buffers and inverters                             1.71
flip-flops                                        77.0
AND-OR/OR-AND                                     3.62
AND/OR/NAND/NOR                                   9.21
multiplexers                                     0.609
Power is estimated from default activity; no workload was simulated.
