**run.sh**
```bash
#!/bin/bash
# OpenROAD 26Q1-2900-gdf79404cd8, Yosys 0.63+post, stock flow scripts
make -C /OpenROAD-flow-scripts/flow DESIGN_CONFIG=/design/flow/config.mk WORK_HOME=/design/flow/orfs finish
```
**config.mk**
```make
export PLATFORM = sky130hd
export DESIGN_NAME = score
export DESIGN_NICKNAME = score
export VERILOG_FILES = /design/flow/design.v
export SDC_FILE = /design/flow/constraint.sdc
export NUM_CORES = 4
export LEC_CHECK = 1
export CORE_UTILIZATION = 30
```
**constraint.sdc**
```tcl
current_design score

set clk_period 3.5
set clk_io_pct 0.2

create_clock -name clk0 -period $clk_period [get_ports {clk50M}]

set non_clock_inputs [all_inputs -no_clocks]
set_input_delay [expr $clk_period * $clk_io_pct] -clock clk0 $non_clock_inputs
set_output_delay [expr $clk_period * $clk_io_pct] -clock clk0 [all_outputs]
```
**design.v**
```verilog
`timescale 1ns / 1ps
module score(
    input wire clk50M, reset,
    input wire [1:0] score,
    input wire score_clr,
    output [7:0] seven_value,
    output [3:0] disp_select );
	reg [7:0] score_1, score_0;
	reg [7:0] score_0_next, score_1_next;
	sseg_hex score_disp(.clk50M(clk50M), .reset(reset), .first_1(score_0[7:4]), .first_0(score_0[3:0]), .second_1(score_1[7:4]),
			.second_0(score_1[3:0]), .disp_select(disp_select), .seven_value(seven_value));
	always @ (posedge clk50M)
		if(reset) begin
			score_0<= 0;
			score_1 <= 0;
		end
		else begin
			score_0 <= score_0_next;		
			score_1 <= score_1_next;
		end
	always @ (*)
	begin
		score_0_next = score_0;
		score_1_next = score_1;
		if (score_clr) begin
			score_0_next = 0;
			score_1_next = 0;
		end
		else if(score[0]) begin
		if(score_0_next[3:0] == 4'b1001)begin
			score_0_next[3:0] = 4'b0;
			if(score_0_next[7:4] == 4'b1001)
				score_0_next[7:4] = 0;
			else
				score_0_next[7:4] = score_0[7:4] + 1;
		end
		else
			score_0_next[3:0] = score_0[3:0] + 1;
		end
		else if(score[1]) begin
		if(score_1_next[3:0] == 4'b1001)begin
			score_1_next[3:0] = 4'b0;
			if(score_1_next[7:4] == 4'b1001)
				score_1_next[7:4] = 0;
			else
				score_1_next[7:4] = score_1[7:4] + 1;
		end
		else
			score_1_next[3:0] = score_1[3:0] + 1;
		end
	end
endmodule
module sseg_hex (input clk50M, reset,
		input [3:0] first_1, first_0, second_1, second_0,
		output reg [3:0] disp_select,
		output reg [7:0] seven_value
		);
	reg [18:0] counter;
	wire[18:0] counter_next;
	reg [3:0] A;
	wire [1:0] toptwo;
	always @ (posedge clk50M, posedge reset)
		if (reset)
			counter <= 0;
		else
			counter <= counter_next;
	assign counter_next = counter + 1;
	assign toptwo[1:0] = counter[18:17];	
	always @(*)
		case(toptwo)
			2'b00 : 
			begin
				disp_select = ~4'b0001;
				A = first_0;
		   end
			2'b01 : 
			begin
				disp_select = ~4'b0010;
				A = first_1;
			end
			2'b10 :
			begin
				disp_select = ~4'b0100;
				A = second_0;
			end
			2'b11 :
			begin
				disp_select = ~4'b1000;
				A = second_1;
			end
		endcase
	always @(*) begin
		case(A)			
			4'h0 : seven_value = ~8'b11111100;   
			4'h1 : seven_value = ~8'b01100000;
			4'h2 : seven_value = ~8'b11011010;
			4'h3 : seven_value = ~8'b11110010;
			4'h4 : seven_value = ~8'b01100110;
			4'h5 : seven_value = ~8'b10110110;
			4'h6 : seven_value = ~8'b10111110;
			4'h7 : seven_value = ~8'b11100000;
			4'h8 : seven_value = ~8'b11111110;
			4'h9 : seven_value = ~8'b11110110;
			4'ha : seven_value = ~8'b11101110;
      	4'hb : seven_value = ~8'b00111110;
      	4'hc : seven_value = ~8'b10011100;
      	4'hd : seven_value = ~8'b01111010;
      	4'he : seven_value = ~8'b10011110;
      	default: seven_value = ~8'b10001110;
		endcase
	end
endmodule
```
==> reports/qor.yml <==
globalplace.congestion: 0.823
kind_of_launch_point_of_the_worst_setup_path: "register"
grt_antenna_before_repair: 0
ys_sh_aoi_pct: 9.10
power.total_uw: 870
seq_area_um2: 797
static_leakage_uw: 0.000868
worst-endpoint-required_ns: 2.80
fp_util_pct: 31.8
fp.dieH_um: 82.1
synthesis.instances: 199
max-vdd-ir-drop_mv: 0.168
synth-async-reset-ratio_pct: 54.3
enable_flop_cells: 0
firstDrtPassIters: 4
synth-seq-area-share_pct: 41.4
post_synth.cell_area_avg_um2: 9.67
core_region_area_um2: 6060
growth_of_design_area_from_synthesis_to_finish_pct: 17.8
yosys_warning_tally: 2
finClkSkew_ns: 0.00710
layout-drive-gt1-share_pct: 7.87
whs_ns: 0.462
detail-route-antenna-nets: 0
insertion_delay_ns: 0.29
power-per-cell-area_nw_per_um2: 384
drcViolationCount: 0
post_drt_via_cell_ratio: 4.88
worstPathArrival_ns: 2.54
first_global_vias: 1239
simple_gate_share_pct: 22.3
place.detailed.instances: 283
mux_share_pct: 7.93
synth_chip_area_um2: 1920
timing.final.crit_period_ns: 3.24
rsz0062_at_grt: "no"
h-tree-depth: 2
drt-initial-drc-count: 66
antennaDiodeCount: 0
area.combinational_um2: 1060
detail_route.wirelength_um: 3360
grt_pass1_wl_um: 5660
f_max_ghz: 0.309
synthTopLogicFamily: "simple AND/OR/NAND/NOR gates"
design.die.area_um2: 6740
n_fill_cell: 588
slew_hr_pct: 52.0
tritoncts.num_buffers: 5
placementRows: 28
worstMarginPinSlew_ns: 0.720
warnings: 29
outcome: "finished, final reports clean"
timing.hold.worst.class: "register to register"
tritoncts: "built"
worst-path-max-fanout: 11
grt-ovfl-total: 0
die_width_um: 82.1
clockBufferDepth: 2
yosysCellCount: 199
post_synth_instance_area_um2: 1920
timing_max_transition_violations_final: 0
clkTransAtPathRegs_ns: 0.07
synth.ff_latch_count: 35
crit_type: "register to primary output"
synth-xor-area-share_pct: 10.9
dp.final_hpwl_um: 2380
cts.hold.buffers_added: 0
hold_violations: 0
gr-usage-all-layers_pct: 11.0
io_pins: 17
final.period_utilization_pct: 92.5
final.setup.tns_ns: 0
post_synth_fa_ha_maj_area_fraction_pct: 4.55
post_synth_num_cell_types: 45
cap_viol_max_count: 0
io_buffers: 15
critical_path.endpoint_type: "primary output"
fin_cells: 291
ff_type: "dfrtp_1"
overall_via_count_from_detail_route: 1419
setup_viol_count_final: 0
route.detailed.wl_per_inst_um: 11.5
maximum_number_of_pins_on_one_net_before_global_route_repair: 20
clock-sinks: 35
cts-root-buf: "clkbuf_8"
[Yosys cell counts (all sizes together), types with 3 or more instances]
| cell | n | area (um2) |
|---|---|---|
| nor2 | 16 | 60.1 |
| mux4 | 5 | 116 |
| dfxtp | 16 | 320 |
| o22ai | 3 | 18.8 |
| and2 | 4 | 25.0 |
| nor3b | 4 | 30.0 |
| xnor2 | 17 | 149 |
| buf | 4 | 28.8 |
| o21ai | 7 | 35.0 |
| inv | 9 | 33.8 |
| ha | 7 | 87.6 |
| dfrtp | 19 | 475 |
| nand4 | 6 | 37.5 |
| xor2 | 7 | 61.3 |
| nand2 | 16 | 60.1 |
| nand3 | 8 | 40.0 |
| a21oi | 9 | 45.0 |
| nor2b | 9 | 56.3 |
[layout make-up]
| cell class | instances | area share, % |
|---|---|---|
| Clock inverter | 2 | 2.65 |
| Inverter | 9 | 1.49 |
| Tap cell | 75 | 4.14 |
| Timing Repair Buffer | 15 | 6.63 |
| Clock buffer | 6 | 3.20 |
| Multi-Input combinational cell | 149 | 46.7 |
| Sequential cell | 35 | 35.2 |
[cell families (layout without fill, tap and decap cells)]
| logic type | after synthesis | in the layout |
|---|---|---|
| AND/OR/NAND/NOR | 80 | 80 |
| flip-flops | 35 | 35 |
| adder cells (fa/ha/maj) | 7 | 7 |
| other | 1 | 1 |
| multiplexers | 8 | 8 |
| XOR/XNOR | 24 | 24 |
| buffers and inverters | 15 | 32 |
| AND-OR/OR-AND | 29 | 29 |
[placed cells by master, fill, tap and decap left out, drive strengths merged, types with 5 or more instances in the layout]
| cell type | synthesis | layout |
|---|---|---|
| dfrtp | 19 | 19 |
| xnor2 | 17 | 17 |
| nor2 | 16 | 16 |
| nand2 | 16 | 16 |
| dfxtp | 16 | 16 |
| clkdlybuf4s50 | 0 | 15 |
| inv | 9 | 9 |
| nor2b | 9 | 9 |
| a21oi | 9 | 9 |
| nand3 | 8 | 8 |
| xor2 | 7 | 7 |
| o21ai | 7 | 7 |
| ha | 7 | 7 |
| nand4 | 6 | 6 |
| clkbuf | 2 | 6 |
| mux4 | 5 | 5 |
[flip-flops by register name, indices dropped and copies added, names as in the netlist]
signal and flops:
score_disp.counter 19, score_0 8, score_1 8
[through the flow]
stage | utilization, % | setup slack [ns] | instance area, um2
after detailed placement | 35.2 | 0.430 | 2130
after global routing | 37.4 | 0.0844 | 2270
after floorplan | - | 1.15 | 1920
after CTS | 37.4 | 0.106 | 2260
final | 37.4 | 0.264 | 2270
after global placement | 35.2 | 0.509 | 2130
[worst paths after layout]
path / start / end / slack, ns / depth (start not counted)
max in group asynchronous: reset / score_disp.counter[17] / 2.11 / 2
max reg2reg: score_disp.counter[0] / score_disp.counter[14] / 1.98 / 5
max: score_disp.counter[17] / seven_value[4] / 0.26 / 8
min reg2reg: score_disp.counter[14] / score_disp.counter[14] / 0.46 / 1
min in group asynchronous: reset / score_disp.counter[0] / 0.88 / 2
min: score_disp.counter[14] / score_disp.counter[14] / 0.46 / 1
[what timing repair did]
action	in CTS	in global routing
hold endpoints to repair	0	0
setup endpoints to repair	0	1
buffers inserted	0	0
gates resized	0	1
[critical path, stage by stage (launching register included)]
cell and delay (ns):
dfrtp_2 0.50, mux4_2 0.59, inv_1 0.10, ha_1 0.19, inv_1 0.08, nor2_1 0.11, a211oi_1 0.06, a31oi_1 0.15
clkdlybuf4s50_1 0.48
[routing by layer]
metal | GRT usage, % | up-vias | wire length (um)
met2 | 15.9 | 28 | 1350
li1 | - | 727 | -
met1 | 17.4 | 658 | 1800
met4 | 1.75 | 0 | 66
met5 | 0 | - | 0
met3 | 2.68 | 6 | 136
[power breakdown]
| part | internal, uW | switching (uW) |
|---|---|---|
| registers | 403 | 1.93 |
| logic | 17.5 | 17.4 |
| clock network | 285 | 146 |
| total | 705 | 165 |
No activity file was given, so power comes from the tool's default toggle rates.
