`design.v`:
```
`timescale 1ns / 1ps
module joystick_paddle_movement(
    input clk50M,
    input reset, endofframe,  
    output cs,               
    output mosi,             
    input miso,              
    output sck,              
    output reg [9:0] y,
	 output reg isMoving
    );
    wire ld1, ld2;  
    assign ld1 = 1;
    assign ld2 = 1;
    wire [9:0] joystick_y;  
    real_joystick spi_joystick(.clk50M(clk50M), .LD1(ld1), .LD2(ld2), .y(joystick_y),
        .sck(sck), .mosi(mosi), .miso(miso), .cs(cs));
     parameter down_fast_boundary = 10'h300;
     parameter down_slow_boundary = 10'h220;
     parameter up_slow_boundary = 10'h180;
     parameter up_fast_boundary = 10'h0f0;
     initial y = 10'd40;
     reg [9:0] next_y;
     wire next_isMoving;
     always @ (*) begin
        if (y < 10 && joystick_y > down_slow_boundary)
            next_y = y;
        else if (y + 50 > 470 && joystick_y < up_slow_boundary)
            next_y = y;
        else if (joystick_y > down_fast_boundary)
            next_y = y - 5;
        else if (joystick_y > down_slow_boundary)
            next_y = y - 2;
        else if (joystick_y > up_slow_boundary)
            next_y = y;
        else if (joystick_y > up_fast_boundary)
            next_y = y + 2;
        else
            next_y = y + 5;
    end
    assign next_isMoving = 
        (joystick_y > down_slow_boundary || joystick_y < up_slow_boundary) ? 1 : 0;
    always @ (posedge endofframe or posedge reset)
        if (reset) begin
            y <= 0;
            isMoving = 0;
        end
        else begin
            y <= next_y;
            isMoving = next_isMoving;
        end
endmodule
module theoretical_joystick(
    input clk50M,
    input LD1,
    input LD2,
    output [9:0] x,
    output [9:0] y,
    output [1:0] btn,
    output sck,
    input miso,
    output mosi,
    output cs
    );
    wire trigger;
    wire [39:0] out_bytes;
    assign out_bytes = {6'b100000, LD2, LD1, {32{1'b0}}};
    wire [39:0] in_bytes;
    spi spi_conn(clk50M, trigger, out_bytes, in_bytes, cs, mosi, miso, sck);
    reg enable = 1;
    wire spi_clk;
    wire spi_sck_dummy;
    spi_clk ctr_clk(clk50M, enable, spi_clk, spi_sck_dummy);
    reg [5:0] bit_ctr = 0;
    reg [5:0] next_bit_ctr;
    always @ (*) begin
        next_bit_ctr = bit_ctr[5]==1 ? 6'b0 : bit_ctr + 1;
    end
    always @ (posedge spi_clk)
        bit_ctr <= next_bit_ctr;
    assign trigger = bit_ctr[5];
    assign x = {in_bytes[25:24], in_bytes[39:32]};
    assign y = {in_bytes[5:4], in_bytes[23:16]};
    assign btn = in_bytes[2:1];
endmodule
`timescale 1ns / 1ps
module real_joystick(
    input clk50M,
    input LD1,
    input LD2,
    output [9:0] y,
    output sck,
    input miso,
    output mosi,
    output cs
    );
    wire trigger;
    wire [39:0] out_bytes;
    assign out_bytes = {6'b100000, LD2, LD1, {32{1'b0}}};
    wire [39:0] in_bytes;
    spi spi_conn(clk50M, trigger, out_bytes, in_bytes, cs, mosi, miso, sck);
    reg enable = 1;
    wire spi_clk;
    wire sck_2;
    spi_clk ctr_clk(clk50M, enable, spi_clk, sck_2);
    parameter trig_N = 9;
    reg [trig_N-1:0] bit_ctr = 0;
    reg [trig_N-1:0] next_bit_ctr;
    always @ (*) begin
        next_bit_ctr = bit_ctr[trig_N-1]==1 ? 6'b0 : bit_ctr + 1;
    end
    always @ (posedge spi_clk)
        bit_ctr <= next_bit_ctr;
    assign trigger = bit_ctr[trig_N-1];
    assign y = {in_bytes[6:5], in_bytes[20:13]};
endmodule
`timescale 1ns / 1ps
module spi(
    input clk,               
    input trigger,           
    input [39:0] out_bytes,  
    output reg [39:0] in_bytes,  
    output reg cs,           
    output mosi,             
    input miso,              
    output sck               
    );
    initial in_bytes = 40'b0;
    reg out_enable = 0;
    wire sclk;
	wire spi_clk;
    spi_clk clk_spi( .clk50M( clk ), .enable( out_enable ), .clk( spi_clk ), .sck( sclk ));
    assign sck = sclk;
    wire [39:0] input_sr;
    spi_input spi_in( .sclk( sclk ), .reset( trigger ), .in_bytes( input_sr ), .miso( miso ) );
    spi_output spi_out( .sclk(sclk), .reset( trigger ), .out_bytes( out_bytes ), .mosi( mosi ) );
    reg [5:0] fsm_ctr = 6'd50;
    reg [5:0] next_fsm_ctr;
    reg next_out_enable;
    reg [39:0] next_in_bytes;
    parameter IN_BYTES = 41;
    always @ (*) begin
        if (fsm_ctr > IN_BYTES)
            if (trigger == 1)
                next_fsm_ctr = 0;
            else
                next_fsm_ctr = fsm_ctr;
        else
            next_fsm_ctr = fsm_ctr + 1;
        next_out_enable = fsm_ctr < IN_BYTES ? 1 : 0;
        next_in_bytes = (next_fsm_ctr == IN_BYTES) ? input_sr : in_bytes;
    end
    always @ (negedge spi_clk) begin
        fsm_ctr <= next_fsm_ctr;
        out_enable <= next_out_enable;
        in_bytes <= next_in_bytes;
        cs <= ~next_out_enable;
    end
endmodule
module spi_output #(parameter size=40)(
    input sclk,
    input reset,
    input [size - 1:0] out_bytes,
    output mosi);
    reg [8:0] n = 9'd0;
    reg [8:0] next_n;
    always @ (*)
        next_n =  n > 0 ? n - 1 : 0;
    always @ (negedge sclk or posedge reset) begin
        if (reset == 1)
            n <= size - 1;
        else
            n <= next_n;
    end
    assign mosi = out_bytes[n];
endmodule
module spi_input #(parameter size=40)(
    input sclk,
    input reset, 
    output reg [size - 1:0] in_bytes,
    input miso);
    reg [size-1:0] next_in_bytes;
    initial in_bytes = {size{1'b0}};
    always @ (*)
        next_in_bytes = (in_bytes << 1) | miso;
    always @ (posedge sclk or posedge reset) begin
        if (reset == 1)
            in_bytes <= {size{1'b0}};
        else
            in_bytes <= next_in_bytes;
    end
endmodule
module spi_clk(
    input clk50M,
    input enable,
    output clk,
    output reg sck
    );
    parameter N = 8;
    reg [N-1:0] next_ctr = 0;
    reg [N-1:0] ctr = 0;
    reg prev_enable = 0;
    reg next_sck = 0;
    initial ctr = 0;
    initial sck = 0;
    always @ (*) begin
        next_ctr <= ctr + 1;
        next_sck <= (prev_enable && enable) ? next_ctr[N-1] : 0;
    end
    always @ (posedge clk50M) begin
        ctr <= next_ctr;
        sck <= next_sck;
    end
    always @ (posedge clk) begin
        prev_enable <= enable;
    end
    assign clk = ctr[N-1];
endmodule
```
`run.sh`:
```
#!/bin/bash
# OpenROAD 26Q1-2900-gdf79404cd8, Yosys 0.63+post, stock flow scripts
make -C /OpenROAD-flow-scripts/flow DESIGN_CONFIG=/design/flow/config.mk WORK_HOME=/design/flow/orfs finish
```
`config.mk`:
```
export PLATFORM = sky130hd
export DESIGN_NAME = joystick_paddle_movement
export DESIGN_NICKNAME = joystick_paddle_movement
export VERILOG_FILES = /design/flow/design.v
export SDC_FILE = /design/flow/constraint.sdc
export NUM_CORES = 4
export LEC_CHECK = 1
export CORE_UTILIZATION = 30
```
`constraint.sdc`:
```
current_design joystick_paddle_movement

set clk_period 2.0
set clk_io_pct 0.2

create_clock -name clk0 -period $clk_period [get_ports {clk50M}]
create_clock -name clk1 -period $clk_period [get_ports {endofframe}]

set non_clock_inputs [all_inputs -no_clocks]
set_input_delay [expr $clk_period * $clk_io_pct] -clock clk0 $non_clock_inputs
set_output_delay [expr $clk_period * $clk_io_pct] -clock clk0 [all_outputs]
```
==> out/qor.csv <==
metric,value,unit
status,"finished, violations left",
violations,setup timing,
drtAntennaViolNets,0,
yosysCellCount,337,
yosys_warnings,6,
pre_cts_slack,-169.3,ps
critPathKind,reg -> reg,
syn_inst,337,
rsz0062_at_grt,true,
cp.arrival,2240,ps
hold_buffers,0,
relSlewSlack,59.63,%
peakVddDrop,0.0005288,V
dieHeight,112.6,um
ys_types,59,
initCoreUtil,30.69,%
antenna_found_initial,0,
netlist_area,3671,um^2
routed_wl,6114,um
drc_errors,0,
grt_max_degree,33,
cp_max_fo,9,
num_antenna_cells,0,
ys_ff,86,
viasPerCell,4.726,
dr.first_iter.drc_count,104,
via_count,2505,
report.final.slew_viol_count,0,
die_w,112.6,um
path_delay_family,AND-OR/OR-AND gates,
ys_area,3671,um^2
cp_common_cell,buf_4,
worstHoldPathType,reg -> reg,
synth.yosys.seq_area_share,55.35,%
fin_hold_ws,393.2,ps
grt_pass1_wl,10740,um
warning_count,35,
grt_usage,10.37,%
synthArstFlopShare,47.67,%
final_common_cell,dfxtp_1,
worst-path-buf-inv,3,
gp_congestion,0.8813,
clk_pin_slew_worst_paths,50,ps
max_slew.worst_pin.slew,600.1,ps
r2r-start,y[5],
r2r_cells,10,
hold_viol_final,0,
num-fill-cells,1136,
hpwl,4581,um
ys.flop_type,dfxtp_1,
setup_viol,9,
cap_violations,0,
cp_slowest_cell,dfrtp_1,
area_growth,20.76,%
mostFrequentLayoutCells,"dfxtp_1 (35), dfrtp_1 (31), buf_4 (31), nor2_1 (25), nand2_1 (23)",
placement.io_buffers,16,
r2r_end,y[1],
unclocked_regs,58,
cp_slowest_stage_delay,460,ps
avgSynthCellArea,10.89,um^2
clock_skew,0.8556,ps
cp_cell_sequence,buf_4 -> a211oi_4 -> buf_4 -> nand4bb_1 -> o21ai_2 -> o31ai_2 -> a21oi_2 -> buf_4 -> o21ai_1 -> a22oi_1,
startpoint_type,register,
fp.coreArea,11960,um^2
untimed_endpoints,71,
hp-start,spi_joystick.ctr_clk.ctr[0],
dr.pass1.iters,4,
cellPowerDensity,297.5,nW/um^2
row_count,40,
ioPinCount,18,
grt_overflow,0,
worst_slack,-87.52,ps
whs_endpoint,spi_joystick.ctr_clk.ctr[0],
grt_pass1_vias,2375,
critPathRequiredTime,2150,ps
cts_tree,built,
layout-drive-gt1-share,17.49,%
end_kind,register,
leakage,1.804,nW
edf_count,10,
wl_per_cell,11.54,um
reg2reg_slack,-90,ps
holdPathStages,1,
die_area,12680,um^2
[metrics by stage]
| step | TNS (ps) | instance area, um^2 | util, % | instances | power, mW |
|---|---|---|---|---|---|
| global route | -2070 | 4433 | 37.06 | 530 | 1.360 |
| floorplan | 0 | 3671 | - | 337 | 0.5762 |
| finish | -565.1 | 4433 | 37.06 | 530 | 1.319 |
| global placement | -386.8 | 4156 | 34.75 | 517 | 0.5817 |
| CTS | -782.4 | 4357 | 36.42 | 528 | 1.330 |
| detailed placement | -1266 | 4156 | 34.75 | 517 | 0.5816 |
[report_power, final]
part | switching (mW) | leakage [nW] | total [mW] | internal (mW)
Sequential | 0 | 0.876 | 0.563 | 0.563
Combinational | 0.00480 | 0.852 | 0.00829 | 0.00349
Clock | 0.210 | 0.0763 | 0.747 | 0.537
[cells in the mapped netlist, drive strengths merged (3+ instances only)]
cell    instances  share of area [%]
xor2           10                2.4
a31oi           4               0.68
dfxtp          35                 19
edfxtp         10                8.2
nor4            5                1.3
nor4b           5                1.4
dfstp           4                2.9
nor2           26                2.7
nor3b           4               0.82
dfrtn           5                3.4
clkbuf          3               0.31
buf             7                1.5
nor3            4               0.55
or3             4               0.68
a21o            6                1.2
xnor2          21                5.0
ha             14                4.8
nand3          16                2.5
o22ai           3               0.51
nand2          26                2.9
nand4           5               0.85
o21ai          17                2.4
inv            18                1.8
a21oi          16                2.4
dfrtp          32                 22
and3            8                1.4
[layout make-up]
cell class,instances,area (um^2),area share [%]
Clock buffer,8,157.7,3.556
Inverter,18,67.56,1.524
Multi-Input combinational cell,223,1587,35.79
Sequential cell,86,2033,45.87
Tap cell,147,183.9,4.149
Timing Repair Buffer,48,404.1,9.117
[per-layer routing]
| layer | global-route usage (%) | share of wire, % | routed length, um | vias up |
|---|---|---|---|---|
| met5 | 0 | 0 | 0 | - |
| met4 | 2.044 | 2.1 | 131 | 0 |
| met3 | 0.7705 | 3.2 | 196 | 15 |
| met2 | 15.84 | 42 | 2566 | 48 |
| met1 | 16.76 | 53 | 3220 | 1168 |
| li1 | - | - | - | 1274 |
[worst max-delay path by stage]
| stage | depth (start not counted) | slack, ps | start | to |
|---|---|---|---|---|
| CTS | 9 | -130 | y[2] | y[1] |
| finish | 10 | -90 | y[5] | y[1] |
| global route | 10 | -240 | y[1] | y[9] |
[logic make-up after synthesis]
group / share of synthesized area, %
multiplexers: 0.5454
buffers and inverters: 3.681
AND-OR/OR-AND: 11.35
flip-flops: 55.35
XOR/XNOR: 7.396
adder cells (fa/ha/maj): 4.772
AND/OR/NAND/NOR: 16.91
[repair_timing]
action	in CTS	in global routing
setup endpoints to repair	10	10
setup buffers	3	2
hold endpoints to repair	0	0
pin swaps	8	8
resized	4	13
cloned	0	0
[worst reg2reg max path: cells and delay by family (launching register included)]
family / cells / cell delay, ps
compound gates: 6 / 770
simple gates: 1 / 200
flops: 1 / 460
buf+inv: 3 / 580
[sequential cells by signal, summed over array words and instances (netlist names)]
name and count:
spi_joystick.spi_conn.out_enable 1, spi_joystick.spi_conn.spi_in.in_bytes 21, y 10, spi_joystick.spi_conn.in_bytes 10
spi_joystick.spi_conn.clk_spi.sck 1, spi_joystick.spi_conn.fsm_ctr 6, spi_joystick.spi_conn.cs 1, spi_joystick.ctr_clk.ctr 8
spi_joystick.spi_conn.clk_spi.ctr 8, spi_joystick.bit_ctr 9, isMoving 1, spi_joystick.spi_conn.spi_out.n 9
spi_joystick.spi_conn.clk_spi.prev_enable 1
Power and IR drop assume default switching activity.
